File: /design/flow/config.mk
export PLATFORM = sky130hd
export DESIGN_NAME = keyTop
export DESIGN_NICKNAME = keyTop
export VERILOG_FILES = /design/flow/design.v
export SDC_FILE = /design/flow/constraint.sdc
export NUM_CORES = 4
export LEC_CHECK = 1
export CORE_UTILIZATION = 30
File: /design/flow/run.sh
#!/bin/bash
# OpenROAD 26Q1-2900-gdf79404cd8, Yosys 0.63+post, stock flow scripts
make -C /OpenROAD-flow-scripts/flow DESIGN_CONFIG=/design/flow/config.mk WORK_HOME=/design/flow/orfs finish
File: /design/flow/constraint.sdc
current_design keyTop

set clk_period 2.7
set clk_io_pct 0.2

create_clock -name clk0 -period $clk_period [get_ports {clk}]
create_clock -name clk1 -period $clk_period [get_ports {ps2clk}]

set non_clock_inputs [all_inputs -no_clocks]
set_input_delay [expr $clk_period * $clk_io_pct] -clock clk0 $non_clock_inputs
set_output_delay [expr $clk_period * $clk_io_pct] -clock clk0 [all_outputs]
File: /design/flow/design.v
module kclk(clk,clk1k);
input clk;
output clk1k;
reg [17:0] counter;
assign clk1k=counter[17];
initial begin
    counter=0;
    end
   always@(posedge clk)
   begin
    counter<=counter+1;
    end
endmodule     
module keyTop(clk,ps2clk,ps2data,seg_anode,seg_cathodes,strobe);
input clk,ps2clk,ps2data;
output wire [3:0]seg_anode;
output wire [6:0]seg_cathodes;
output strobe;
wire [3:0]digit1;
wire [3:0]digit2;
keyboardInput keys(clk,ps2clk,ps2data,digit1,digit2,strobe,firstdigit);
kclk seven_seg_clk(clk,clk1k);
seven_seg_displayLab5 seven(clk1k,firstdigit,digit1,digit2,seg_anode,seg_cathodes);
endmodule
module seven_seg_displayLab5(clk1k,firstdigit,seg1,seg2,anode,cathodes);
input clk1k;
input firstdigit;
input [3:0]seg1;
input [3:0]seg2;
output reg  [3:0]anode;
output reg  [6:0]cathodes;
reg [3:0]anode_cycle_output;
reg anode_cycle;
reg [6:0]seg_rom[15:0];
initial
  begin
  anode_cycle_output=4'b0000;
  anode_cycle=2'b00;
  anode=4'b1111;
  seg_rom[0]=7'b1000000;  
  seg_rom[1]=7'b1111001;  
  seg_rom[2]=7'b0100100;  
  seg_rom[3]=7'b0110000;  
  seg_rom[4]=7'b0011001;  
  seg_rom[5]=7'b0010010;  
  seg_rom[6]=7'b0000010;  
  seg_rom[7]=7'b1111000;  
  seg_rom[8]=7'b0000000;  
  seg_rom[9]=7'b0011000;  
  seg_rom[10]=7'b0001000;  
  seg_rom[11]=7'b0000011;  
  seg_rom[12]=7'b1000110;  
  seg_rom[13]=7'b0100001;  
  seg_rom[14]=7'b0000110;  
  seg_rom[15]=7'b0001110;  
  end
always@(posedge clk1k) begin
    if(firstdigit==0)
    begin
        anode<=4'b1111;
    end
    else    
    begin
    case(anode_cycle)
    0:begin
        anode<=4'b1110;
        cathodes<=seg_rom[seg2];
      end
    1:begin
        anode<=4'b1101;
        cathodes<=seg_rom[seg1];
      end
    default:
      begin
        anode<=4'b1111;
      end
    endcase
    anode_cycle<=anode_cycle+1;
    if(anode_cycle==2)
        begin
            anode_cycle<=0;
        end
  end
 end 
endmodule
module keyboardInput(clk,ps2clk,ps2data,keycode1,keycode2,strobe,firstdigit);
input clk,ps2clk,ps2data;
output reg [3:0]keycode1;  
output reg [3:0]keycode2;  
output reg firstdigit;
output reg strobe;
reg [24:0] strobetime;
reg strobeenable;
reg [21:0]shiftregister;
initial
begin
  firstdigit<=0;
  keycode1=4'b0000;                               
  keycode2=4'b0000;
  strobe=0;
  strobetime=25'b0000000000000000000000000;
  strobeenable=0;
  shiftregister=22'b0000000000000000000000;
end
always@(negedge ps2clk)
begin
    shiftregister={ps2data,shiftregister[21:1]};
    if(shiftregister[8:1]==8'b11110000)
      begin
        firstdigit=1;  
        strobeenable<=1;
        keycode1<=shiftregister[19:16];
        keycode2<=shiftregister[15:12];
        shiftregister<=22'b0000000000000000000000;
      end
    else
      begin
        if(firstdigit==0)
            begin
            firstdigit=0;
            end
        else
            begin
            firstdigit=1;
            end
        strobeenable<=0;
        keycode1<=keycode1;
        keycode2<=keycode2;
        shiftregister<=shiftregister;
      end
end
always@(posedge clk)
begin
case(strobeenable)
    0:begin
        strobe<=0;
        strobetime<=25'b0000000000000000000000000;
      end
    1:begin
        if(strobetime<10000000)
            begin
            strobe<=1;
            strobetime<=strobetime+1;
            end
        else
            begin
            strobetime<=strobetime+1;
            if(strobetime>=10000000)
                begin
                strobetime<=10000000;
                end
            strobe<=0;
            end
      end
endcase
end
endmodule
==> results.sh <==
# physical design summary
export IMPL_worst_path_max_fanout=15
export IMPL_hp_class="flop to flop"
export IMPL_grt_max_degree=18
export IMPL_async_reset_ff_frac=0
export IMPL_layout_drive_gt1_share=0.0799
export IMPL_yosys_top_cells_area="dfxtp_1 40%, edfxtp_1 15%, xnor2_1 5.0%, and2_1 3.2%, ha_1 3.0%"
export IMPL_die_h_um=108
export IMPL_r2r_slack_ns=0.09
export IMPL_finalWirelength_um=5480
export IMPL_synth_cell_types=48
export IMPL_p_leak_nw=1.49
export IMPL_cts_setup_buffers=0
export IMPL_untimed_endpoints=27
export IMPL_p_per_area_nw_per_um2=567
export IMPL_cp_required_ns=2.92
export IMPL_vias_per_cell=4.57
export IMPL_top_area_cell="dfxtp_1"
export IMPL_hold_path_endpoint="keys.shiftregister[3]"
export IMPL_reg2reg_to="keys.strobetime[16]"
export IMPL_grt_first_pass_wirelength_um=9830
export IMPL_ir_drop_uv=465
export IMPL_r2r_cells=3
export IMPL_slowest_stage="a2111o_2"
export IMPL_cp_start_kind="flop"
export IMPL_setup_tns_ns=0
export IMPL_drv_cap=0
export IMPL_p_total_w=0.00222
export IMPL_clk_pin_slew_worst_paths_ns=0.09
export IMPL_crit_type="flop to flop"
export IMPL_warnings=62
export IMPL_ff_type="dfxtp_1"
export IMPL_synth_area_um2=3340
export IMPL_coreArea_um2=10800
export IMPL_row_count=38
export IMPL_routedWlPerCell_um=10.9
export IMPL_synth_warnings=5
export IMPL_clock_skew_ns=0.0249
export IMPL_edf_count=17
export IMPL_unclocked_regs=10
export IMPL_initCoreUtil=0.308
export IMPL_worst_path_largest_cell_delay_ns=0.56
export IMPL_regToRegStartpoint="keys.strobeenable"
export IMPL_path_cells="clkinv_1 > a2111o_2 > a21oi_1"
export IMPL_ys_area_um2=3340
export IMPL_place_gp_congestion=0.790
export IMPL_antenna_found_initial=0
export IMPL_endpoint_kind="flop"
export IMPL_syn_instance_count=315
export IMPL_syn_to_final_growth_pct=17.0
export IMPL_antenna_left=0
export IMPL_final_max_slew_viol_count=0
export IMPL_rsz0062_at_grt="no"
export IMPL_chipArea_um2=11600
export IMPL_nFillCells=1056
export IMPL_via_count=2298
export IMPL_first_global_vias=2251
export IMPL_comb_area_um2=1380
export IMPL_diodes=0
export IMPL_ys_flops=84
export IMPL_crit_buf_inv=1
export IMPL_ioPinCount=15
export IMPL_cp_top_family="AND-OR/OR-AND gates"
export IMPL_ys_seq_frac=0.555
export IMPL_overflow=0
export IMPL_tightest_slew_ns=0.772
export IMPL_firstDrtPassIters=4
export IMPL_hold_viol=0
export IMPL_critPathLaunch="keys.strobeenable"
export IMPL_cp_arrival_ns=2.84
export IMPL_whs_path_depth=0
export IMPL_hpwl_um=3750
export IMPL_grtUsageTotal=0.107
export IMPL_cts_tree="yes"
export IMPL_ff_latch_area_um2=1850
export IMPL_ctsHoldBuffers=0
export IMPL_port_buffers=11
export IMPL_status="finished clean"
export IMPL_drcViolationCount=0
export IMPL_setup_viol=0
export IMPL_top_cell_area_share=0.402
export IMPL_ys_top_cells_by_count="67 x dfxtp_1, 19 x xnor2_1, 17 x and2_1, 17 x edfxtp_1, 16 x nand2_1"
export IMPL_worstHoldStart="keys.shiftregister[4]"
export IMPL_ys_cells=315
export IMPL_syn_avg_cell_area_um2=10.6
export IMPL_drt_iter0_drc=203
export IMPL_die_width_um=108
export IMPL_maxSlewHeadroom=0.470
export IMPL_top_cell="dfxtp_1"
registers in the layout, summed over array words and instances (netlist names):
signal,flops
seven.anode_cycle,1
seven_seg_clk.counter,18
seven.anode,2
keys.firstdigit,1
keys.strobeenable,1
keys.shiftregister,20
keys.strobe,1
seven.cathodes,7
keys.keycode2,4
keys.strobetime,25
keys.keycode1,4
power breakdown:
part	internal, W	leakage [nW]	switching, W
Sequential	0.00114	0.708	0.0000103
Combinational	0.0000138	0.516	0.0000104
Clock	0.000541	0.266	0.000500
Total	0.00170	1.49	0.000521
layer usage:
layer | share of wire | GRT usage | vias to the layer above
met3 | 0.034 | 0.0340 | 8
met5 | 0 | 0 | -
met2 | 0.44 | 0.158 | 34
met4 | 0.015 | 0.0294 | 0
met1 | 0.51 | 0.155 | 1064
li1 | - | - | 1192
kinds of logic (layout without fill, tap and decap cells):
family,after synthesis,after routing,share of synthesized area
AND-OR/OR-AND,42,42,0.0835
XOR/XNOR,29,29,0.0761
adder cells (fa/ha/maj),8,8,0.0300
buffers and inverters,28,74,0.0352
flip-flops,84,84,0.555
multiplexers,7,7,0.0217
other,2,4,0.00225
AND/OR/NAND/NOR,115,115,0.197
worst max-delay path by stage:
stage	to	slack [ns]	cells past startpoint
5_1_grt	keys.strobetime[16]	0.02	3
4_1_cts	keys.strobetime[16]	0.03	3
6_report	keys.strobetime[16]	0.09	3
layout make-up:
| class | instances | area share |
|---|---|---|
| Sequential cell | 84 | 0.474 |
| Tap cell | 140 | 0.0448 |
| Clock buffer | 11 | 0.0387 |
| Multi-Input combinational cell | 205 | 0.353 |
| Inverter | 15 | 0.0144 |
| Timing Repair Buffer | 13 | 0.0320 |
| Clock inverter | 35 | 0.0432 |
timing repair:
action                                 in CTS  in global routing
setup endpoints to repair                   0                  9
resized                                     0                  1
endpoints found under the hold margin       0                  0
placed cells by master (no fill, tap or decap), types with 3 or more instances in the layout:
master	instances
a211oi_1	3
a21oi_1	13
inv_1	44
and3_1	8
mux2i_1	5
edfxtp_1	17
ha_1	8
clkbuf_8	11
nand2_1	16
or3_1	6
xor2_1	10
and2_1	17
or4_1	6
nor2_1	15
nor4_1	4
conb_1	4
clkdlybuf4s50_1	11
o22ai_1	4
o31ai_1	5
xnor2_1	19
nand3_1	15
dfxtp_1	67
nand4_1	7
nor3_1	6
o21ai_0	4
a31oi_1	5
stage by stage:
stage | instance area, µm² | hold slack (ns) | utilization | instances | setup WS [ns]
2_1_floorplan | 3350 | 0.391 | - | 317 | 0.113
3_3_place_gp | 3590 | 0.342 | 0.331 | 458 | 0.110
3_5_place_dp | 3590 | 0.345 | 0.331 | 458 | 0.0641
4_1_cts | 3910 | 0.346 | 0.360 | 503 | 0.0251
5_1_grt | 3910 | 0.359 | 0.360 | 503 | 0.0154
6_report | 3910 | 0.343 | 0.360 | 503 | 0.0876
Power is estimated from default activity; no workload was simulated.
