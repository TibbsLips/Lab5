$ cat flow/config.mk
export PLATFORM = sky130hd
export DESIGN_NAME = topvga
export DESIGN_NICKNAME = topvga
export VERILOG_FILES = /design/flow/design.v
export SDC_FILE = /design/flow/constraint.sdc
export NUM_CORES = 4
export LEC_CHECK = 1
export CORE_UTILIZATION = 50
$ cat flow/constraint.sdc
current_design topvga

set clk_period 2.0
set clk_io_pct 0.2

create_clock -name clk0 -period $clk_period [get_ports {clk}]

set non_clock_inputs [all_inputs -no_clocks]
set_input_delay [expr $clk_period * $clk_io_pct] -clock clk0 $non_clock_inputs
set_output_delay [expr $clk_period * $clk_io_pct] -clock clk0 [all_outputs]
$ cat flow/design.v
module switchColor(pixclk,sw0,sw1,sw2,sw3,sw4,sw5,sw6,sw7,pixel);
input pixclk;
input sw0,sw1,sw2,sw3,sw4,sw5,sw6,sw7;
output reg [11:0]pixel;
always@(posedge pixclk)
begin
    if(sw0==1) 
      begin
        pixel<=12'b000000000000;
      end
    else if(sw1==1) 
      begin
        pixel<=12'b000000001111;
      end
    else if(sw2==1) 
      begin
        pixel<=12'b010000100000;
      end
    else if(sw3==1) 
      begin
        pixel<=12'b000010001000;
      end
    else if(sw4==1) 
      begin
        pixel<=12'b111100000000;
      end
    else if(sw5==1) 
      begin
        pixel<=12'b101000001000;
      end
    else if(sw6==1) 
      begin
        pixel<=12'b111111110000;
      end
    else if(sw7==1) 
      begin
        pixel<=12'b111111111111;
      end
    else
      begin 
        pixel<=12'b000000000000;
      end
  end
  endmodule
module DFF(d,clk,q);
input d;
input clk;
output reg q;
initial
  begin
    q<=0;
  end
always@(posedge clk)
  begin
    q<=d;
  end
endmodule
module DFF4bit(d,clk,q);
input [3:0]d;
input clk;
output reg [3:0]q;
initial
  begin
    q<=4'b0000;
  end
always@(posedge clk)
  begin
    q<=d;
  end
endmodule
module pixelclk(clk,pclk);
inout clk;
output reg pclk;
reg [2:0]counter;
initial
begin
  counter=0;
  pclk=0;
end
always@(posedge clk)
begin
  if(counter==1)  
    begin
      counter<=0;
      pclk<=~pclk;
    end
  else
    begin
      counter<=counter+1;
    end
end
endmodule
module monitor(pixclk,pixel,redstable,greenstable,bluestable,hsyncstable,vsyncstable);  
input pixclk;
input [11:0]pixel;
reg [10:0]hcount;  
reg [10:0]vcount;  
output  [3:0]redstable;  
output  [3:0]greenstable;
output  [3:0]bluestable;
output  hsyncstable;
output  vsyncstable;
reg hsync;
reg vsync;
wire pixclk;
reg [3:0]red;
reg [3:0]green;
reg [3:0]blue;
reg displaycase;
initial
  begin
    displaycase=0;  
    hcount=0;
    vcount=0;
    hsync =1;
    vsync =1;
    red=4'b0000;
    green=4'b0000;
    blue=4'b0000;
  end
always@(posedge pixclk)
begin
      hcount = hcount + 1;
      if(hcount >= 800) begin
        vcount = vcount + 1;
        hcount = 0;
      end
      if(hcount == 659)begin
        hsync = 0;
      end
      else if(hcount == 756)begin
        hsync = 1;
      end
      if(hcount>=639)
       begin
         displaycase=0;
       end
      if(vcount >= 525)
       begin
         vcount = 0;
       end
      if(vcount == 493)
       begin
        vsync = 0;
       end
      else if(vcount == 495)
       begin
        vsync = 1;
       end
     if(vcount>=479)
       begin
        displaycase=0;
       end
     if(displaycase==0)
       begin
        red=4'b0000;
        green=4'b0000;
        blue=4'b0000;
       end
     else
        begin
         red=pixel[11:8];
         green=pixel[7:4];
         blue=pixel[3:0];
        end
    displaycase=1;
  end
  DFF hsyncflop(hsync,pixclk,hsyncstable);
  DFF vsyncflop(vsync,pixclk,vsyncstable);
  DFF4bit redflop(red,pixclk,redstable);
  DFF4bit greenflop(green,pixclk,greenstable);
  DFF4bit blueflop(blue,pixclk,bluestable);
endmodule
module topvga(clk,sw0,sw1,sw2,sw3,sw4,sw5,sw6,sw7,redstable,greenstable,bluestable,hsyncstable,vsyncstable);
input clk,sw0,sw1,sw2,sw3,sw4,sw5,sw6,sw7;
output [3:0]redstable;
output [3:0]greenstable;
output [3:0]bluestable;
output hsyncstable;
output vsyncstable;
wire [11:0]pixel;
wire pixclk;
pixelclk p(clk,pixclk);
switchColor color(pixclk,sw0,sw1,sw2,sw3,sw4,sw5,sw6,sw7,pixel);
monitor m(pixclk,pixel,redstable,greenstable,bluestable,hsyncstable,vsyncstable);
endmodule
$ cat flow/run.sh
#!/bin/bash
# OpenROAD 26Q1-2900-gdf79404cd8, Yosys 0.63+post, stock flow scripts
make -C /OpenROAD-flow-scripts/flow DESIGN_CONFIG=/design/flow/config.mk WORK_HOME=/design/flow/orfs finish
==> impl_metrics.json <==
{
  "path_class": "flip-flop to flip-flop",
  "drive_gt1_frac": 0.04301,
  "drc": 0,
  "io_buffers": 22,
  "core_area_um2": 4723,
  "cts_resized": 0,
  "fp.dieW_um": 71.95,
  "clock_path_buffers": 2,
  "wl_per_cell_um": 12.21,
  "die_y_um": 71.95,
  "unclocked_pins": 51,
  "routed-via-count": 1832,
  "rsz0062_at_grt": "no",
  "ios": 23,
  "synth_stat.cells": 269,
  "h-tree-depth": 1,
  "cp-end-kind": "flip-flop",
  "slew_viol_final": 0,
  "yosysTopAreaCell": "dfxtp_1",
  "power_density_nw_per_um2": 110.1,
  "status": "completed",
  "critPathMaxStageDelay_ns": 0.35,
  "synth_area_um2": 2446,
  "cp_max_fo": 3,
  "reg2reg_slack_ns": 0.94,
  "grt_overflow_total": 0,
  "wl_um": 4226,
  "path_buffers": 0,
  "placementRows": 25,
  "worstPathRequired_ns": 1.90,
  "globalplace.congestion": 0.8174,
  "holdBufCountCts": 0,
  "ys_seq_frac": 0.4542,
  "chip_area_um2": 5176,
  "hp-class": "flip-flop to flip-flop",
  "crit_arrival_ns": 0.97,
  "first_iter_violations": 83,
  "crit_path_start": "p.counter[0]",
  "cp_num_cells": 2,
  "max_freq_mhz": 939.8,
  "antenna_left": 0,
  "finalSetupTns_ns": 0,
  "fin_crit_ns": 1.064,
  "maxCapViolCount": 0,
  "vias_per_cell": 5.295,
  "max-slew-margin-rel": 0.4935,
  "antenna_found_initial": 0,
  "grt_start_max_net_pins": 52,
  "whs_ns": 0.4520,
  "warning_count": 27,
  "dr.pass1.iters": 4,
  "track_usage": 0.1811,
  "area_delta_synth_final_pct": 10.69,
  "fin_crit_sh": 0.5320,
  "worstMarginPinSlew_ns": 0.7579,
  "hp-start": "p.counter[0]",
  "cts_tree": "built",
  "post-dp-hpwl_um": 3067,
  "path_cells": "ha_1 > nor2b_1",
  "untimed_endpoints": 62,
  "leakagePower_nw": 0.9955,
  "yosys_area_um2": 2446,
  "skew_ns": 0.007415,
  "post_cts_buffers": 0,
  "start_kind": "flip-flop",
  "async_reset_ff_frac": 0,
  "final_hold_viol_count": 0,
  "edf_count": 1,
  "synth.avg_cell_area_um2": 9.093,
  "cp-endpoint": "p.pclk",
  "r2r-start": "p.counter[0]",
  "top_cell_area_share": 0.4419,
  "finalSetupViolCount": 0,
  "grt_pass1_wl_um": 7438,
  "numCtsBuffers": 3,
  "ys_ff": 55,
  "path_clk_slew_ns": 0.04,
  "slowest_stage": "dfxtp_1",
  "cts-root-buf": "clkbuf_8",
  "first_global_vias": 1691,
  "power_mw": 0.2981,
  "area_leaders": "dfxtp_1 44%, nor2_1 6.4%, xor2_1 5.0%, xnor2_1 3.6%, and3_1 2.8%",
  "vdd_drop_max_mv": 0.6206,
  "fp_util": 0.5179,
  "clk_latency_ns": 0.22,
  "rr_endpoint": "p.pclk",
  "ff_type": "dfxtp_1",
  "yosysWarningCount": 5,
  "n_antenna_cell": 0,
  "hold_depth": 1,
  "synth_cell_types": 50,
  "critPathTopFamily": "flip-flops",
  "syn-instance-count": 269,
  "r2r_cells": 2
}
-- synthesized netlist by cell type (2+ instances only) --
| cell type | count |
|---|---|
| nor2b_1 | 2 |
| nand3b_1 | 2 |
| or4_1 | 2 |
| and3_1 | 11 |
| inv_1 | 7 |
| o31ai_1 | 2 |
| xor2_1 | 14 |
| nor2_1 | 42 |
| o22ai_1 | 2 |
| o21ai_0 | 5 |
| buf_4 | 4 |
| clkbuf_1 | 9 |
| xnor2_1 | 10 |
| ha_1 | 4 |
| dfxtp_1 | 54 |
| o21a_1 | 2 |
| nor3_1 | 2 |
| buf_6 | 2 |
| buf_2 | 3 |
| a31oi_1 | 4 |
| nand2_1 | 16 |
| nor3b_1 | 8 |
| conb_1 | 2 |
| nand4_1 | 11 |
| a21oi_1 | 8 |
| nand2b_1 | 3 |
| nor4b_1 | 2 |
| and4_1 | 4 |
| nand3_1 | 5 |
| o211ai_1 | 7 |
-- sequential cells by signal (all words and copies together) (netlist names) --
name and flops:
color.pixel 8, m.blue 2, m.blueflop.q 2, m.displaycase 1, m.green 3, m.greenflop.q 3, m.hcount 11, m.hsync 1
m.hsyncflop.q 1, m.red 3, m.redflop.q 3, m.vcount 11, m.vsync 1, m.vsyncflop.q 1, p.counter 3, p.pclk 1
-- worst min-delay path by stage --
stage	end	slack [ns]
global route	p.counter[0]	0.49
CTS	p.counter[0]	0.46
finish	p.counter[0]	0.45
-- layer usage --
metal / GRT usage / up-vias / part of all wire
li1: - / 954 / -
met1: 0.2851 / 853 / 0.53
met2: 0.3040 / 25 / 0.45
met3: 0.01268 / 0 / 0.024
met4: 0.004357 / 0 / 0
met5: 0 / - / 0
-- where the power goes --
part,leakage [nW],internal (mW),switching (mW)
clock,0.0228,0.136,0.0414
combinational,0.521,0.0207,0.0157
sequential,0.452,0.0842,0
total,0.996,0.241,0.0571
-- cells by family (layout without fill, tap and decap cells) --
kind of cell,after synthesis,after routing,synth area share
DFF,55,55,0.4542
other,2,3,0.003070
adders and majority gates,4,4,0.02046
buffers and inverters,26,35,0.05422
and+or+nand+nor,113,113,0.2419
xor gates and xnor gates,24,24,0.08593
muxes,2,2,0.008695
AOI/OAI and AO/OA,43,43,0.1315
-- final cells by class --
| class | instances | area (um2) |
|---|---|---|
| sequential | 55 | 1111 |
| fill | 432 | 2016 |
| clock buffer | 4 | 45.04 |
| multi-input combinational | 189 | 1206 |
| inverter | 7 | 26.28 |
| timing repair buffer | 24 | 235.2 |
| tap | 67 | 83.83 |
-- worst register-to-register path: stages (launching register included) --
cell and delay [ns]:
dfxtp_1 0.35, ha_1 0.18, nor2b_1 0.23
-- cells in the final DEF (no fill, tap or decap), types with 3 or more instances in the layout --
master and count:
dfxtp_1 54, nand4_1 11, nor2_1 42, xnor2_1 10
nand3_1 5, xor2_1 14, nand2b_1 3, clkdlybuf4s50_1 22
o211ai_1 7, and4_1 4, a21oi_1 8, conb_1 3
clkbuf_8 3, nor3b_1 8, ha_1 4, and3_1 11
inv_1 7, o21ai_0 5, nand2_1 16, a31oi_1 4
-- metrics by stage --
step	utilization	setup slack, ns	std cells	area, um2
finish	0.5732	0.9359	346	2708
global route	0.5732	0.8368	346	2708
CTS	0.5732	0.9258	346	2708
detailed placement	0.5637	0.9222	342	2663
global placement	0.5637	0.9483	342	2663
floorplan	-	0.7508	270	2450
Power and IR drop assume default switching activity.
